## flow/run.sh

```bash
#!/bin/bash
# OpenROAD 26Q1-2900-gdf79404cd8, Yosys 0.63+post, stock flow scripts
make -C /OpenROAD-flow-scripts/flow DESIGN_CONFIG=/design/flow/config.mk WORK_HOME=/design/flow/orfs finish
```

## flow/config.mk

```make
export PLATFORM = sky130hd
export DESIGN_NAME = controller
export DESIGN_NICKNAME = controller
export VERILOG_FILES = /design/flow/design.v
export SDC_FILE = /design/flow/constraint.sdc
export NUM_CORES = 4
export LEC_CHECK = 1
export CORE_UTILIZATION = 30
```

## flow/constraint.sdc

```tcl
current_design controller

set clk_period 2.5
set clk_io_pct 0.2

create_clock -name clk0 -period $clk_period [get_ports {clk}]

set non_clock_inputs [all_inputs -no_clocks]
set_input_delay [expr $clk_period * $clk_io_pct] -clock clk0 $non_clock_inputs
set_output_delay [expr $clk_period * $clk_io_pct] -clock clk0 [all_outputs]
```

## flow/design.v

```verilog
`timescale 1ns / 1ps
module controller ( 
    input  wire        clk,
    input  wire        rst_n,
    input  wire [14:0] addr,
    input  wire        ce_n,
    input  wire        we_n,
    input  wire [15:0] bank_active_status,
    output reg  [15:0] bank_sel,
    output reg  [10:0] bank_addr,
    output reg         precharge_en,
    output reg         row_decode_en,
    output reg         col_decode_en,
    output reg         sense_amp_en,
    output reg         write_driver_en,
    output reg  [15:0] request_wakeup,
    output reg  [15:0] access_done
);
    parameter IDLE       = 3'b000;
    parameter WAIT_PMU   = 3'b001;
    parameter PRECHARGE  = 3'b010;
    parameter DECODE     = 3'b011;
    parameter ACCESS     = 3'b100;
    parameter FINISH     = 3'b101;
    parameter T_PRECHARGE_CYCLES = 2;
    parameter T_DECODE_CYCLES    = 1;
    parameter T_ACCESS_CYCLES    = 3;
    reg [2:0]  current_state;
    reg [2:0]  next_state;
    reg [14:0] captured_addr;
    reg        captured_we_n;
    reg [1:0]  timer_counter; 
    wire       timer_done;
    always @* begin
        case (current_state)
            IDLE: begin
                if (!ce_n)
                    next_state = WAIT_PMU;
                else
                    next_state = IDLE;
            end
            WAIT_PMU: begin
                if (bank_active_status[captured_addr[14:11]])
                    next_state = PRECHARGE;
                else
                    next_state = WAIT_PMU;
            end
            PRECHARGE: begin
                if (timer_done)
                    next_state = DECODE;
                else
                    next_state = PRECHARGE;
            end
            DECODE: begin
                if (timer_done)
                    next_state = ACCESS;
                else
                    next_state = DECODE;
            end
            ACCESS: begin
                if (timer_done)
                    next_state = FINISH;
                else
                    next_state = ACCESS;
            end
            FINISH: begin
                next_state = IDLE;
            end
            default: begin
                next_state = IDLE;
            end
        endcase
    end
    assign timer_done = (current_state == PRECHARGE && timer_counter >= T_PRECHARGE_CYCLES) ||
                        (current_state == DECODE    && timer_counter >= T_DECODE_CYCLES)    ||
                        (current_state == ACCESS    && timer_counter >= T_ACCESS_CYCLES);
    always @(posedge clk or negedge rst_n) begin
        if (!rst_n) begin
            current_state <= IDLE;
            timer_counter <= 0;
            captured_addr <= 0;
            captured_we_n <= 1'b1;
        end else begin
            current_state <= next_state;
            if (current_state == IDLE && next_state == WAIT_PMU) begin
                captured_addr <= addr;
                captured_we_n <= we_n;
            end
            if (next_state != current_state) begin
                timer_counter <= 1; 
            end else if (!timer_done) begin
                timer_counter <= timer_counter + 1;
            end
        end
    end
    always @* begin
        bank_sel        = 16'b0;
        bank_addr       = 11'b0;
        precharge_en    = 1'b0;
        row_decode_en   = 1'b0;
        col_decode_en   = 1'b0;
        sense_amp_en    = 1'b0;
        write_driver_en = 1'b0;
        request_wakeup  = 16'b0;
        access_done     = 16'b0;
        case (current_state)
            WAIT_PMU: begin
                bank_sel       = 1'b1 << captured_addr[14:11];
                bank_addr      = captured_addr[10:0];
                request_wakeup = 1'b1 << captured_addr[14:11];
            end
            PRECHARGE: begin
                bank_sel     = 1'b1 << captured_addr[14:11];
                bank_addr    = captured_addr[10:0];
                precharge_en = 1'b1;
            end
            DECODE: begin
                bank_sel        = 1'b1 << captured_addr[14:11];
                bank_addr       = captured_addr[10:0];
                row_decode_en   = 1'b1;
                col_decode_en   = 1'b1;
            end
            ACCESS: begin
                bank_sel        = 1'b1 << captured_addr[14:11];
                bank_addr       = captured_addr[10:0];
                row_decode_en   = 1'b1;
                col_decode_en   = 1'b1;
                if (captured_we_n) begin 
                    sense_amp_en = 1'b1;
                end else begin 
                    write_driver_en = 1'b1;
                end
            end
            FINISH: begin
                bank_sel    = 1'b1 << captured_addr[14:11];
                bank_addr   = captured_addr[10:0];
                access_done = 1'b1 << captured_addr[14:11];
            end
        endcase
    end
endmodule
```

==> qor.yml <==
status: "complete, no violations"
viasPerCell: 4.62
post-route-period-util_pct: 95.2
skew_ns: 0.00431
portBuffers: 98
clk_path_buf_depth: 2
busiest_layer: "met2"
hpwl_mm: 3.63
fmax_mhz: 420
fp-row-count: 25
drv_cap: 0
cp-end-kind: "output pin"
p_leak_nw: 1.09
hold_buffers: 0
core_area_sq_um: 4850
finalSetupTns_ns: 0
yosysCellCount: 217
syn_inst: 217
startpoint: "captured_addr[11]$_DFFE_PN0P_"
rr_worst_depth: 5
die_x_um: 74
hold_class: "flop to flop"
warnings: 27
peakVddDrop_mv: 0.420
clk_latency_ns: 0.26
synth_warnings: 1
rsz0062_at_grt: "false"
pre_cts_ws_ns: 0.329
clock_sinks: 21
postSynthSeqShare_pct: 33.9
path_max_fanout: 9
worstReg2RegStart: "captured_addr[11]$_DFFE_PN0P_"
grt_pass1_wl_mm: 7.27
die_y_um: 74
drive_above_1_share_pct: 8.97
cts_resized: 0
final_antenna_net_count: 0
grtUsageTotal_pct: 17.3
clkTransAtPathRegs_ns: 0.08
arrival_ns: 1.88
synth_cell_type_count: 33
worst_slack_ns: 0.121
lay_top_count: "clkdlybuf4s50_1"
fp_util_pct: 32.1
finalCriticalPeriod_ns: 2.38
setup.worst_path.end: "bank_sel[12]"
slew_headroom_pct: 64.7
r2r_end: "current_state[1]$_DFF_PN0_"
via_count: 1752
whs_ns: 0.466
top_level_ports: 99
drc: 0
synthTopCellsByArea: "dfrtp_1, nand2_1, nor2_1, mux4_2, and2_1"
synth_area_leader_cell: "dfrtp_1"
wl_per_cell_um: 12.2
place.gp.congestion: 0.843
numCtsBuffers: 3
hold_viol: 0
cts_root_buf: "clkbuf_8"
finalPower_mw: 2.33
h-tree-depth: 1
routed_wl_mm: 4.64
setup_viol: 0
avgSynthCellArea_sq_um: 7.17
drt-pass1-iter-count: 4
area_growth_pct: 70.2
final_util_pct: 54.6
num_antenna_cells: 0
cts_tree: "done"
yosys_register_bits: 21
grt_use_met1_pct: 25.4
grt_pass1_vias: 1515
power_density_nw_per_um2: 881
required_ns: 2.00
startpoint_type: "flop"
antenna_found_initial: 0
synth_chip_area_sq_um: 1560
grt_overflow: 0
drt_iter0_markers: 49
worstMarginPinSlew_ns: 0.528
critical_path_class: "flop to output pin"
grt_max_degree: 19
layout_top_cells: "clkdlybuf4s50_1, nand2_1, nor2_1"
cts_setup_buffers: 0
slew_viol_final: 0
met2_usage_pct: 28.3
dieArea_sq_um: 5480
netlist_area_sq_um: 1560
synth_top_area_share_pct: 32.2
gr-usage-met3_pct: 3.57
hp-start: "captured_we_n$_DFFE_PN1P_"
r2r_slack_ns: 0.54
per-stage QoR:
stage / instance area (sq um) / std cells
CTS: 2630 / 379
global placement: 2580 / 375
floorplan: 1560 / 217
global route: 2650 / 379
detailed placement: 2580 / 375
finish: 2650 / 379
routing by layer:
metal  up-vias  share of wire, %
met3         2                10
met2        76                45
met1       790                44
li1        884                 -
met5         -                 0
met4         0              0.35
critical path, stage by stage (launching register included):
cell,delay [ns]
dfrtp_1,0.49
nor2_1,0.35
nand3_1,0.18
nor2_1,0.13
clkdlybuf4s50_1,0.47
layout make-up:
| class | instances | area [sq um] |
|---|---|---|
| Tap cell | 67 | 83.8 |
| Timing Repair Buffer | 106 | 1040 |
| Clock buffer | 3 | 41.3 |
| Fill cell | 460 | 2200 |
| Inverter | 2 | 7.51 |
| Clock inverter | 1 | 5.00 |
| Sequential cell | 21 | 529 |
| Multi-Input combinational cell | 179 | 938 |
synthesized netlist by cell type:
master and instances:
clkbuf_1 5, o21ai_0 3, nand3b_1 1, a31o_2 1, ha_1 3, nor3_2 1
or2_4 1, dfstp_2 1, and3_1 2, or3_1 2, o21ai_1 1, o21bai_1 2
nand2_1 63, nand3_1 8, buf_4 1, o21a_1 2, a22oi_1 2, a2bb2oi_1 1
nor2b_1 6, buf_2 5, dfrtp_1 20, nand4b_1 1, buf_6 4, nand2b_1 2
a21oi_1 1, nor2_1 55, mux4_2 4, nand4_1 2, nor3b_1 1, inv_1 2
o211a_1 2, o211ai_1 1, and2_1 11
power breakdown:
group	internal, mW	switching [mW]
combinational	0.782	0.638
clock	0.111	0.115
sequential	0.507	0.179
total	1.40	0.932
cells by family (layout without fill, tap and decap cells):
kind of cell | Yosys count | after routing | synth area share, %
buf+inv | 17 | 112 | 6.68
mux | 4 | 4 | 5.79
flops | 21 | 21 | 33.9
compound gates | 16 | 16 | 7.40
simple gates | 156 | 156 | 43.8
fa+ha+maj | 3 | 3 | 2.41
flip-flops by register name, summed over array words and instances (netlist names):
| signal | count |
|---|---|
| timer_counter | 2 |
| captured_we_n | 1 |
| captured_addr | 15 |
| current_state | 3 |
how the worst min path moves through the flow:
stage	end	cells after the start
final	captured_we_n$_DFFE_PN1P_	2
after global routing	captured_addr[5]$_DFFE_PN0P_	2
after CTS	captured_we_n$_DFFE_PN1P_	2
Power and IR drop assume default switching activity.
