## /design/flow/run.sh

```bash
#!/bin/bash
# OpenROAD 26Q1-2900-gdf79404cd8, Yosys 0.63+post, stock flow scripts
make -C /OpenROAD-flow-scripts/flow DESIGN_CONFIG=/design/flow/config.mk WORK_HOME=/design/flow/orfs finish
```

## /design/flow/config.mk

```make
export PLATFORM = sky130hd
export DESIGN_NAME = power_management_unit
export DESIGN_NICKNAME = power_management_unit
export VERILOG_FILES = /design/flow/design.v
export SDC_FILE = /design/flow/constraint.sdc
export NUM_CORES = 4
export LEC_CHECK = 1
export CORE_UTILIZATION = 30
```

## /design/flow/constraint.sdc

```tcl
current_design power_management_unit

set clk_period 2.5
set clk_io_pct 0.2

create_clock -name clk0 -period $clk_period [get_ports {clk}]

set non_clock_inputs [all_inputs -no_clocks]
set_input_delay [expr $clk_period * $clk_io_pct] -clock clk0 $non_clock_inputs
set_output_delay [expr $clk_period * $clk_io_pct] -clock clk0 [all_outputs]
```

## /design/flow/design.v

```verilog
`timescale 1ns / 1ps
module power_management_unit (    
    input  wire        clk,
    input  wire        rst_n, 
    input  wire [15:0] request_wakeup,
    input  wire [15:0] access_done, 
    output wire [15:0] power_gate_en,
    output wire [15:0] rbb_en,
    output wire [15:0] bank_active_status
);
    parameter DEEP_SLEEP = 2'b00;
    parameter STANDBY    = 2'b01;
    parameter ACTIVE     = 2'b10;
    parameter T_WAKEUP_CYCLES      = 50;
    parameter T_IDLE_CYCLES        = 150;
    parameter T_DEEP_SLEEP_CYCLES  = 1000;
    reg [1:0]  current_state [15:0];
    reg [1:0]  next_state [15:0];
    reg [$clog2(T_WAKEUP_CYCLES)-1:0]      wakeup_timer [15:0];
    reg [$clog2(T_IDLE_CYCLES)-1:0]        idle_timer [15:0];
    reg [$clog2(T_DEEP_SLEEP_CYCLES)-1:0]  deep_sleep_timer [15:0];
    genvar i;
    generate
        for (i = 0; i < 16; i = i + 1) begin : bank_fsm
            wire wakeup_timer_done;
            wire idle_timer_done;
            wire deep_sleep_timer_done;
            always @* begin
                case (current_state[i])
                    DEEP_SLEEP: begin
                        if (request_wakeup[i])
                            next_state[i] = STANDBY;
                        else
                            next_state[i] = DEEP_SLEEP;
                    end
                    STANDBY: begin
                        if (wakeup_timer_done)
                            next_state[i] = ACTIVE;
                        else if (deep_sleep_timer_done)
                            next_state[i] = DEEP_SLEEP;
                        else
                            next_state[i] = STANDBY;
                    end
                    ACTIVE: begin
                        if (idle_timer_done && !request_wakeup[i])
                            next_state[i] = STANDBY;
                        else
                            next_state[i] = ACTIVE;
                    end
                    default: begin
                        next_state[i] = DEEP_SLEEP;
                    end
                endcase
            end
            always @(posedge clk or negedge rst_n) begin
                if (!rst_n) begin
                    current_state[i]    <= DEEP_SLEEP;
                    wakeup_timer[i]     <= 0;
                    idle_timer[i]       <= 0;
                    deep_sleep_timer[i] <= 0;
                end else begin                  
                    current_state[i] <= next_state[i];                  
                    if (current_state[i] == DEEP_SLEEP && next_state[i] == STANDBY) begin
                        wakeup_timer[i] <= 1;
                    end else if (current_state[i] == STANDBY && wakeup_timer[i] > 0 && !wakeup_timer_done) begin
                        wakeup_timer[i] <= wakeup_timer[i] + 1;
                    end else begin
                        wakeup_timer[i] <= 0;
                    end                   
                    if (request_wakeup[i] && current_state[i] == ACTIVE) begin
                        idle_timer[i] <= 0; 
                    end else if (access_done[i] && current_state[i] == ACTIVE) begin
                        idle_timer[i] <= 1; 
                    end else if (current_state[i] == ACTIVE && idle_timer[i] > 0 && !idle_timer_done) begin
                        idle_timer[i] <= idle_timer[i] + 1; 
                    end else begin
                        idle_timer[i] <= 0; 
                    end                    
                    if (current_state[i] == ACTIVE && next_state[i] == STANDBY) begin
                        deep_sleep_timer[i] <= 1;
                    end else if (current_state[i] == STANDBY && deep_sleep_timer[i] > 0 && !deep_sleep_timer_done) begin
                        deep_sleep_timer[i] <= deep_sleep_timer[i] + 1;
                    end else begin
                        deep_sleep_timer[i] <= 0; 
                    end
                end
            end
            assign bank_active_status[i] = (current_state[i] == ACTIVE);
            assign power_gate_en[i]      = (current_state[i] != DEEP_SLEEP);
            assign rbb_en[i]             = (current_state[i] == STANDBY);
            assign wakeup_timer_done     = (wakeup_timer[i] >= T_WAKEUP_CYCLES);
            assign idle_timer_done       = (idle_timer[i]   >= T_IDLE_CYCLES);
            assign deep_sleep_timer_done = (deep_sleep_timer[i] >= T_DEEP_SLEEP_CYCLES);
        end
    endgenerate
endmodule
```

==> results.cfg <==
; implementation run metrics
[run_status]
status = finished, final reports clean

[detailed_routing]
top_layer = met4
wl_met3_um = 1370
num_vias = 15000
post_drt_wl_per_cell_um = 11.1
drt_iter0_markers = 701
diodes = 0
ant_nets = 0
wl_met2_um = 16100
wirelength_um = 37100
drc = 0
dr.pass1.iters = 4
drt-met1-wl_um = 18700
routed_via_density = 4.51

[cells_and_area]
fin_area_um2 = 24900
final_common_cell = nor2_1
drive_above_1_share = 0.0573
final_cell_mix = nor2_1 (456), dfrtp_1 (416), inv_1 (181)
n_fill_cell = 6954
areaGrowthSynthToFinish_pct = 16.7

[power]
switchingPower_w = 0.00325
p_per_area_nw_per_um2 = 584
swShare = 0.224
combPwrFrac = 0.050
p_int_w = 0.0113
seqPwrFrac = 0.477
ir_drop_uv = 468
clkPwrFrac = 0.474
power_leakage_nw = 10.5

[run]
cap_violations = 0
tool_warnings = 105

[timing]
period_minus_slack_ns = 2.33
rsz0062_at_grt = no
slew_violations = 0
setup_tns_ns = 0
period_used_share = 0.933
fin_ws_ns = 0.168
hold_viol = 0
relSlewSlack = 0.571
worst_pin_slew_ns = 0.635
whs_ns = 0.467
fin_skew_ns = 0.0101
fmax_mhz = 429
setup_viol = 0

[synthesis]
numSynthFlops = 416
synth_seq_share = 0.488
ys_types = 59
syn_area_um2 = 21300
ff_type = dfrtp_1
yosys_cells = 2239
postSynthCellCount = 2239
synth-edff-count = 0
postSynthAreaPerCell_um2 = 9.53
synth_warnings = 6
async_reset_ff_frac = 1.00
ys_area_um2 = 21300

[setup_path]
reg2regPathDepth = 6
crit_end = rbb_en[4]
worstPathMaxFanout = 4
crit_path_start_kind = flip-flop
worstReg2RegStart = idle_timer[14][0]
crit_start = current_state[4][1]
required_ns = 2.00
worstSetupPathType = flip-flop to primary output
r2r_end = deep_sleep_timer[14][0]
ff2ff_setup_slack_ns = 0.63
crit_path_end_kind = primary output
arrival_ns = 1.83

[clocking]
cts_tree = built
clock-root-buffer = clkbuf_16
post-cts-setup-buffers = 0
clkTransAtPathRegs_ns = 0.06
cts_buffers = 47
clock_sinks = 416
clk_latency_ns = 0.56
clk_path_buf_depth = 3
cts.htree.levels = 2

[die]
ios = 82
die_w_um = 269
core_area_um2 = 70100
die_h_um = 269
chip_area_um2 = 72200
rows = 97
fp_util = 0.304

[global_routing]
grt_max_degree = 79
grt_pass1_vias = 14400
grtUsageTotal = 0.108
antenna_found_initial = 0
gr-total-overflow = 0
grt_pass1_wl_um = 65500

[place]
placedInstanceArea_um2 = 23300
hpwl_um = 24700
place.gp.congestion = 0.819
io_buffers = 81
post-place-ws_ns = 0.480

[min_path]
hold_class = primary input to asynchronous set/reset pin
==> power groups by stage <==
stage | clock network [W] | logic (W) | registers (W)
after CTS | 0.00723 | 0.000750 | 0.00694
final | 0.00689 | 0.000720 | 0.00694
after global routing | 0.00744 | 0.000864 | 0.00695
==> sequential cells by signal, summed over array words and instances, names as in the netlist <==
signal / count
deep_sleep_timer: 160
idle_timer: 128
wakeup_timer: 96
current_state: 32
==> cells in the mapped netlist (8+ instances only) <==
| cell | instances | share of area |
|---|---|---|
| nor4_1 | 23 | 0.0067 |
| nand4_1 | 25 | 0.0073 |
| and4_1 | 9 | 0.0037 |
| inv_1 | 181 | 0.032 |
| buf_2 | 12 | 0.0028 |
| o21a_1 | 27 | 0.0095 |
| nand2b_1 | 24 | 0.0070 |
| xor2_1 | 114 | 0.047 |
| ha_1 | 128 | 0.075 |
| nor3b_1 | 8 | 0.0028 |
| o31ai_1 | 9 | 0.0032 |
| nor2b_1 | 21 | 0.0062 |
| nand3_1 | 138 | 0.032 |
| nor2_1 | 456 | 0.080 |
| nand2_1 | 133 | 0.023 |
| or2_2 | 19 | 0.0056 |
| xnor2_1 | 126 | 0.052 |
| dfrtp_1 | 416 | 0.49 |
| a31o_2 | 18 | 0.0074 |
| o211ai_1 | 17 | 0.0060 |
| o21ai_0 | 60 | 0.014 |
| nand3b_1 | 10 | 0.0035 |
| o22ai_1 | 9 | 0.0026 |
| a21oi_1 | 20 | 0.0047 |
| and3_1 | 20 | 0.0059 |
| nor3_1 | 78 | 0.018 |
| nor4b_1 | 26 | 0.011 |
==> area by class of cell <==
cell class	instances	area, um^2	share of cell area
Inverter	181	679	0.0273
Tap cell	940	1180	0.0472
Clock buffer	67	1400	0.0564
Timing Repair Buffer	93	933	0.0375
Clock inverter	14	150	0.00603
Multi-Input combinational cell	1622	10200	0.408
Sequential cell	416	10400	0.418
==> timing repair <==
| item | CTS | global route |
|---|---|---|
| hold buffers | 1 | 0 |
| endpoints found under the hold margin | 38 | 0 |
| gates resized | 1 | 0 |
| endpoints found under the setup margin | 1 | 0 |
==> worst min path at each step <==
stage	startpoint	endpoint	slack, ns
after CTS	rst_n	idle_timer[3][3]	0.45
after global routing	rst_n	wakeup_timer[5][2]	0.48
final	rst_n	idle_timer[3][5]	0.47
==> worst max-delay path, cell delays in order, from the launching register on <==
cell and delay [ns]:
dfrtp_1 0.38, or2b_2 0.33, inv_1 0.09, clkdlybuf4s50_1 0.47
==> metal layers <==
metal | GRT usage | up-vias
li1 | - | 7779
met1 | 0.164 | 7057
met2 | 0.164 | 133
met3 | 0.0200 | 60
met4 | 0.0223 | 0
met5 | 0 | -
==> through the flow <==
stage,std cells,total power (W),utilization
2_1_floorplan,2239,0.00742,-
3_3_place_gp,3251,0.00779,0.333
3_5_place_dp,3251,0.00779,0.333
4_1_cts,3333,0.0149,0.355
5_1_grt,3333,0.0153,0.355
6_report,3333,0.0145,0.355
==> kinds of logic (layout without fill, tap and decap cells) <==
kind of cell    count (synthesis)  after routing  synth area share
compound gates                231            231            0.0760
flops                         416            416             0.488
buf+inv                       201            355            0.0362
xor+xnor                      240            240            0.0985
simple gates                 1023           1023             0.226
fa+ha+maj                     128            128            0.0751
No activity file was given, so power comes from the tool's default toggle rates.
