--- flow/config.mk ---
export PLATFORM = sky130hd
export DESIGN_NAME = row_decoder
export DESIGN_NICKNAME = row_decoder
export VERILOG_FILES = /design/flow/design.v
export SDC_FILE = /design/flow/constraint.sdc
export NUM_CORES = 4
export LEC_CHECK = 1
export CORE_AREA = 10 10 137 137
export DIE_AREA = 0 0 147 147
--- flow/design.v ---
`timescale 1ns / 1ps
module row_decoder (
    input  wire [7:0]  row_addr,     
    input  wire        decode_en,    
    output reg  [255:0] wordline     
);
    always @* begin   
        for (integer i = 0; i < 256; i = i + 1) begin    
            if (decode_en && (row_addr == i)) begin
                wordline[i] = 1'b1; 
            end else begin
                wordline[i] = 1'b0; 
            end
        end
    end
endmodule
--- flow/constraint.sdc ---
current_design row_decoder

set clk_period 7.9
set clk_io_pct 0.2

create_clock -name clk0 -period $clk_period

set non_clock_inputs [all_inputs -no_clocks]
set_input_delay [expr $clk_period * $clk_io_pct] -clock clk0 $non_clock_inputs
set_output_delay [expr $clk_period * $clk_io_pct] -clock clk0 [all_outputs]
--- flow/run.sh ---
#!/bin/bash
# OpenROAD 26Q1-2900-gdf79404cd8, Yosys 0.63+post, stock flow scripts
make -C /OpenROAD-flow-scripts/flow DESIGN_CONFIG=/design/flow/config.mk WORK_HOME=/design/flow/orfs finish
==> flow_summary.ini <==
; yosys + openroad results
[critical_path]
startpoint_type = input pin
path_class = input pin to output port
required_ns = 6.32
arrival_ns = 4.11
critPathCaptureType = output port
critPathMaxFanout = 16

[place]
dp_hpwl_um = 11000
place_ws_ns = 2.23
place_inst = 773
io_buffers = 265
place_area_sq_um = 4620
place_congestion = 0.747

[synthesis]
post_synth.cell_area_avg_sq_um = 5.33
synth.distinct_cells = 18
common_cells = nor3_1 (236), clkbuf_1 (60), nor3_2 (20), buf_1 (16), nand4bb_1 (6)
ys_cells = 365
ys_seq_frac = 0
postSynthCellCount = 365
synth.most_common_cell = nor3_1
ys_area_sq_um = 1940
yosysTopAreaCellShare = 0.607
top_area_cell = nor3_1
netlist_area_sq_um = 1940
area_leaders = nor3_1 (61%), clkbuf_1 (12%), nor3_2 (10%), nand4bb_1 (3.5%), buf_1 (3.1%)
yosys_warnings = 1

[routing]
initialDrtViolationCount = 133
vias = 3489
post_drt_via_cell_ratio = 4.51
antenna_cells = 0
routed_wirelength_um = 15200
drt_first_pass_iters = 4
drc = 0
routedWlPerCell_um = 19.7
ant_nets = 0

[floorplan]
rows = 46
core_sq_um = 15800
initCoreUtil = 0.123
num_io_pins = 265
chip_area_sq_um = 21600
die_h_um = 147
die_w_um = 147

[min_path]
hp-start = row_addr[3]
hold_depth = 5
hold_path_class = input pin to output port
hold_end = wordline[8]

[pwr]
seq_power_share = 0
p_int_mw = 0.0165
fin_total_pwr_mw = 0.0761
p_per_area_nw_per_um2 = 16.5
power.switching_mw = 0.0595
p_leak_nw = 1.06
clkPwrFrac = 0
switching_share = 0.783
ir_drop_mv = 0.0130
combPwrFrac = 1.000

[timing]
max-slew-margin-rel = 0.410
fin_hold_ws_ns = 4.54
setup_slack_ns = 2.21
finalSetupTns_ns = 0
worstMarginPinSlew_ns = 0.882
finalHoldViolCount = 0
grt_setup_unrepaired = no
period_used_share = 0.720
slew_violations = 0
fin_crit_ns = 5.69
finalSetupViolations = 0
fmax_ghz = 0.176

[cts]
hold_buffers = 0
ctsResizeCount = 0
cts_setup_buffers = 0

[job]
drv_cap = 0
tool_warnings = 32

[grt]
met1_usage = 0.162
gr-total-overflow = 0
met2_usage = 0.210
busiest_layer = met2
grt_start_max_net_pins = 65
grt_pass1_wl_um = 22800
antenna_found_initial = 0
grt_util_met3 = 0.0618
grt_pass1_vias = 3465
track_usage = 0.131

[finish]
finalNonFillerCells = 773
flops = 0
fin_area_sq_um = 4620
area_delta_synth_final_pct = 138
drive_above_1_share = 0.0700
seq_area_sq_um = 0
final.clkbuf_count = 0
post-route-util = 0.292

[run_status]
status = completed
[power by group through the flow]
stage	sequential (mW)	combinational, mW	clock (mW)
6_report	0	0.0761	0
5_1_grt	0	0.0828	0
4_1_cts	0	0.0769	0
[logic make-up (layout without fill, tap and decap cells)]
group | after synthesis | in the layout | synth area share
buffers and inverters | 85 | 277 | 0.181
and+or+nand+nor | 280 | 280 | 0.819
[how the worst max path moves through the flow]
stage / cells after the start / start / endpoint / slack (ns)
CTS: 4 / row_addr[4] / wordline[242] / 2.23
global route: 4 / row_addr[7] / wordline[227] / 1.99
finish: 4 / row_addr[4] / wordline[242] / 2.21
[worst max-delay path, stage by stage]
cell and delay (ns):
clkdlybuf4s50_1 0.78, nand4_1 0.81, nor3_1 0.38, clkdlybuf4s50_1 0.54
[final cells by class]
type	count	area, sq um
Fill cell	1694	11200
Multi-Input combinational cell	280	1610
Tap cell	216	270
Timing Repair Buffer	277	2740
[cells in the final DEF (no fill, tap or decap)]
cell type / instances
nand4b_1: 4
clkdlybuf4s50_1: 265
nor3_2: 20
nand3b_1: 2
or3b_2: 1
or2_2: 1
nand2_2: 1
or4_4: 1
nand3_2: 1
nand4bb_1: 6
nand2b_2: 2
or4b_1: 4
buf_4: 12
nor3_1: 236
nand4_1: 1
[layer usage]
layer  vias to the layer above  part of all wire  wire (um)
met5                         -                 0          0
li1                       1708                 -          -
met4                         0             0.011        162
met3                        12              0.13       1900
met1                      1573              0.43       6560
met2                       196              0.43       6600
